## ./design.v

```verilog
module Division(
	input         clock,
	input         start,
	input  [31:0] a,
	input  [31:0] b,
	output [31:0] q,
	output [31:0] r
);
reg [31:0] r,q,rs;
reg [6:0] i;
always @ (posedge clock) begin
	if(start) begin
		q<=0;i<=31; r<=0;rs<=0;
	end else
	if(i<60) begin
		begin
			rs= 2* r + a[i];
			if(rs<b) begin
				q[i]=0;r=rs; i=i-1;
			end else
				begin
					q[i]=1;r=rs-b; i=i-1;
				end
		end
	end
end
endmodule
```

## ./constraint.sdc

```tcl
current_design Division

set clk_period 20.7
set clk_io_pct 0.2

create_clock -name clk0 -period $clk_period [get_ports {clock}]

set non_clock_inputs [all_inputs -no_clocks]
set_input_delay [expr $clk_period * $clk_io_pct] -clock clk0 $non_clock_inputs
set_output_delay [expr $clk_period * $clk_io_pct] -clock clk0 [all_outputs]
```

## ./config.mk

```make
export PLATFORM = sky130hd
export DESIGN_NAME = Division
export DESIGN_NICKNAME = Division
export VERILOG_FILES = /design/flow/design.v
export SDC_FILE = /design/flow/constraint.sdc
export NUM_CORES = 4
export LEC_CHECK = 1
export CORE_UTILIZATION = 40
```

## ./run.sh

```bash
#!/bin/bash
# OpenROAD 26Q1-2900-gdf79404cd8, Yosys 0.63+post, stock flow scripts
make -C /OpenROAD-flow-scripts/flow DESIGN_CONFIG=/design/flow/config.mk WORK_HOME=/design/flow/orfs finish
```

==> flow_summary.toml <==
# physical design summary
[worst_setup_path]
slowest_delay_ns = 0.48
critPathTopFamily = "AND-OR/OR-AND gates"
critPathBufInv = 2
end_kind = "flop"
arrival_ns = 8.35
startpoint_type = "primary input"
path_class = "in2reg"
cp_max_fo = 43
slowest_stage = "mux4_2"
cp.required_ns = 20.98
crit_start = "a[24]"
cpMostUsedCell = "mux4_2"
path_cells = "clkdlybuf4s50_1, mux4_2, mux4_2, mux2i_1, ha_1, fa_1, nand2b_1, a211oi_1, o21ai_1, a311o_1, a21o_2, buf_4, nand3_1, a21oi_1, a41o_1"
timing.rr.start = "i[0]$_SDFFE_PP1N_"

[drt]
drt-vias-per-instance = 5.45
ant_nets = 0
first_pass_iters = 5
drt-total-wl_mm = 14.2
drc = 0
drt_iter0_markers = 350
antenna_cells = 0
vias = 5271
routedWlPerCell_um = 14.7

[global_route]
grt_pass1_wl_mm = 23.7
grt_overflow = 0
grt_usage_pct = 22.4
grt_pass1_vias = 4827
grt_max_degree = 63
antenna_found_initial = 0

[clocking]
root_buffer = "clkbuf_16"
cts_made_buffers = 9
cts.sinks = 71
insertion_delay_ns = 0.33
post-cts-setup-buffers = 0
cts_buffer_depth = 2
cts_tree = "yes"
cts_resized = 0
path_clk_slew_ns = 0.06
htreeDepth = 3
postCtsHoldBufs = 0

[final_layout]
stdcell_count = 967
lay_top_count = "clkdlybuf4s50_1"
fill_cells = 1209
area_delta_synth_final_pct = 32.5
layout-drive-gt1-share_pct = 5.41
final_cell_mix = "clkdlybuf4s50_1 (128), nor2_1 (96), nand2_1 (79)"

[yosys]
edf_count = 0
synthCells = 685
flop_cell = "dfxtp_1"
ys.flops = 71
postSynthAreaPerCell_um2 = 7.57
ys_warn_count = 1
ys_area_um2 = 5180
syn-cell-area_um2 = 5180
yosysCellCount = 685
async_flop_share_pct = 0
synth_cell_types = 55
ys_seq_share_pct = 27.4

[flow_run]
warnings = 25
drv_cap = 0

[pwr]
p_per_area_nw_per_um2 = 50.4
pwr-share-seq_pct = 40.9
sw_frac_of_total_pct = 27.2
power_frac_clock_pct = 43.3
p_sw_mw = 0.0941
pwr-share-comb_pct = 15.8
leakagePower_nw = 2.69
vdd_ir_drop_max_v = 0.0000335
p_int_mw = 0.252

[timing]
setup_viol = 0
max_slew_margin_pct = 44.9
fin_crit_sh_pct = 39.0
slew_violations = 0
finalSetupTns_ns = 0
final_hold_viol_count = 0
grt_setup_unrepaired = "no"
worstMarginPinSlew_ns = 0.806
max_freq_ghz = 0.124
fin_crit_ns = 8.08
skew_ns = 0.0102

[min_path]
min_path_type = "reg2reg"

[placement]
io_buffers = 129
dp.final_hpwl_mm = 10.3
dp_cells = 951
gp_congestion = 0.910

[die]
chip_area_um2 = 13400
die_y_um = 116
chipWidth_um = 116
fp_util_pct = 41.1
io_pins = 130
num_rows = 41
coreArea_um2 = 12600

[run_status]
outcome = "completed"
==> worst paths after layout <==
path / end / cells past startpoint / slack [ns]
hold / removal: flop / 2 / 0.50
hold reg to reg: flop / 2 / 0.50
setup reg to reg: r[26]$_SDFFE_PP0N_ / 15 / 16.23
setup / recovery: r[26]$_SDFFE_PP0N_ / 15 / 12.62
==> cells in the mapped netlist, types with 3 or more instances <==
cell,n,share of area (%)
a311oi_1,19,3.2
and2_1,4,0.48
inv_1,43,3.1
nor2_1,96,7.0
ha_1,33,8.0
a2111oi_0,3,0.51
o21ai_0,36,3.5
and3_1,11,1.3
nand4_1,6,0.72
a41oi_1,3,0.51
nand2_1,79,5.7
mux4_2,10,4.3
nor2b_1,5,0.60
xnor2_1,20,3.4
or3_1,8,0.97
nor3_1,7,0.68
nand3_1,12,1.2
dfxtp_1,71,27
buf_2,6,0.58
o211a_1,5,0.97
nand2b_1,8,0.97
a21o_1,5,0.72
a211oi_1,42,6.1
a31oi_1,6,0.72
o211ai_1,10,1.4
mux2i_1,5,0.97
xor2_1,10,1.7
a21oi_1,54,5.2
clkbuf_1,32,2.3
==> layout make-up <==
type	instances	area [um^2]	share of cell area [%]
Clock buffer	9	225	3.28
Clock inverter	7	61.3	0.893
Inverter	45	169	2.46
Multi-Input combinational cell	528	3440	50.2
Sequential cell	71	1420	20.7
Tap cell	172	215	3.13
Timing Repair Buffer	135	1330	19.4
==> power groups by stage <==
stage	Combinational, mW	Clock, mW	Sequential [mW]
CTS	0.0549	0.155	0.142
global route	0.0609	0.160	0.142
finish	0.0548	0.150	0.142
==> cell families (layout without fill, tap and decap cells) <==
group	count (synthesis)	after routing	share of synthesized area (%)
muxes	15	15	5.31
adders and majority gates	34	34	8.35
buffers and inverters	86	196	6.59
and+or+nand+nor	244	244	20.9
AOI/OAI and AO/OA	205	205	26.4
DFF	71	71	27.4
xor gates and xnor gates	30	30	5.07
==> worst register-to-register path: stages, from the launching register on <==
cell and delay (ns):
dfxtp_1 0.30, buf_4 0.23, mux4_2 0.53, mux4_2 0.48
mux2i_1 0.23, ha_1 0.23, fa_1 0.20, nand2b_1 0.18
a211oi_1 0.11, o21ai_1 0.35, a311o_1 0.28, a21o_2 0.44
buf_4 0.48, nand3_1 0.14, a21oi_1 0.15, a41o_1 0.11
==> through the flow <==
step	util (%)	setup slack, ns	instance area [um^2]	hold WS [ns]	total power, mW
floorplan	-	13.56	5180	0.439	0.176
global placement	52.2	12.35	6580	0.482	0.199
detailed placement	52.2	12.27	6580	0.492	0.199
CTS	54.4	12.60	6870	0.501	0.351
global route	54.4	12.26	6870	0.513	0.363
finish	54.4	12.62	6870	0.495	0.346
==> metal layers <==
| layer | GRT usage (%) | up-vias | wire [um] |
|---|---|---|---|
| li1 | - | 2687 | - |
| met1 | 37.3 | 2396 | 7300 |
| met2 | 32.3 | 186 | 6040 |
| met3 | 3.25 | 2 | 831 |
| met4 | 1.88 | 0 | 45 |
| met5 | 0 | - | 0 |
Power and IR drop assume default switching activity.
